==> flow/design.v <==
`timescale 1ns / 1ps
module alu 
(
    input		[31:0]	operand0, 
	input		[31:0]	operand1, 
	input		[4:0]	shamt,
	input		[3:0]	control,
    output	reg	[31:0]	result,
	output				zero,
	output	reg			overflow
);
    localparam C_AND 				= 4'b0000;
	localparam C_OR 				= 4'b0001;
	localparam C_XOR 				= 4'b0010;
	localparam C_NOR 				= 4'b0011;
	localparam C_ADD 				= 4'b0100;
	localparam C_SIGNED_ADD 		= 4'b0101;
	localparam C_SUBTRACT 			= 4'b0110;
	localparam C_SIGNED_SUBTRACT 	= 4'b0111;
	localparam C_SLT 				= 4'b1000;
	localparam C_SHIFT_LEFT 		= 4'b1001;
	localparam C_SHIFT_RIGHT 		= 4'b1010;
	localparam C_SHIFT_RIGHT_ARITH 	= 4'b1011;
	assign zero = (result == 32'd0);
	always @*
	begin
		overflow = 1'b0;
		case (control)
			C_AND 				: result = operand0  &  operand1;
			C_OR 				: result = operand0  |  operand1;
			C_XOR 				: result = operand0  ^  operand1;
			C_NOR 				: result = ~(operand0  |  operand1);
			C_ADD 				: result = operand0  +  operand1;
			C_SUBTRACT 			: result = operand0  -  operand1;
			C_SIGNED_ADD 		: {overflow,result} = $signed(operand0) + $signed(operand1);
			C_SIGNED_SUBTRACT 	: {overflow,result} = $signed(operand0) - $signed(operand1);
			C_SLT 				: result = ($signed(operand0) < $signed(operand1));
			C_SHIFT_LEFT 		: result = operand1 << shamt;
			C_SHIFT_RIGHT 		: result = operand1 >> shamt;
			C_SHIFT_RIGHT_ARITH	: result = operand1 >>> shamt;
		endcase
	end
endmodule
==> flow/run.sh <==
#!/bin/bash
# OpenROAD 26Q1-2900-gdf79404cd8, Yosys 0.63+post, stock flow scripts
make -C /OpenROAD-flow-scripts/flow DESIGN_CONFIG=/design/flow/config.mk WORK_HOME=/design/flow/orfs finish
==> flow/config.mk <==
export PLATFORM = sky130hd
export DESIGN_NAME = alu
export DESIGN_NICKNAME = alu
export VERILOG_FILES = /design/flow/design.v
export SDC_FILE = /design/flow/constraint.sdc
export NUM_CORES = 4
export LEC_CHECK = 1
export CORE_UTILIZATION = 30
==> flow/constraint.sdc <==
current_design alu

set clk_period 28.0
set clk_io_pct 0.2

create_clock -name clk0 -period $clk_period

set non_clock_inputs [all_inputs -no_clocks]
set_input_delay [expr $clk_period * $clk_io_pct] -clock clk0 $non_clock_inputs
set_output_delay [expr $clk_period * $clk_io_pct] -clock clk0 [all_outputs]
==> impl_metrics.tcl <==
# place-and-route summary
set metrics [dict create \
    top_area_frac 0.131 \
    total_leakage_power_nw 5.51 \
    top_level_ports 107 \
    die_area_um2 41200 \
    drt_pre_antenna_iters 7 \
    part_of_the_cycle_the_worst_path_needs 0.554 \
    hold_viol_final 0 \
    cp.arrival_ps 9910 \
    yosysWarnings 1 \
    hold_path.class "input port to output pin" \
    largest_driver_fanout_on_the_critical_path 10 \
    setup.worst_path.start "operand1[2]" \
    wl_per_cell_um 26.5 \
    numPortBuffers 107 \
    dr.first_iter.drc_count 1362 \
    worstSetupEndpointType "output pin" \
    timing_worst_slew_pin_value_ps 877 \
    timing.final.max_slew_violations 0 \
    ant_nets 0 \
    startpoint_class "input port" \
    largest_register_ff_count 32 \
    yosys-stat-area_um2 12100 \
    avgSynthCellArea_um2 7.02 \
    yosysCellCount 1728 \
    route.final.wire_length_mm 59.7 \
    min_hold_slack_ps 12550 \
    detailedPlacementHpwl_mm 47.6 \
    coreArea_um2 39800 \
    synth.area.top_cells "ha_1 13%, mux4_2 8.7%, mux2i_1 7.5%" \
    initCoreUtil 0.305 \
    unconstrained_endpoints 65 \
    placement_rows 73 \
    yosys.area.top_type "ha_1" \
    max-slew-margin-rel 0.410 \
    chipWidth_um 203 \
    postCtsSetupBuffers 0 \
    cp_data_required_time_ps 22400 \
    synth_top_flop_cell "dlxtn_1" \
    met1_usage 0.395 \
    max_cap_viol_count 0 \
    syn_to_final_growth_pct 11.6 \
    cts-resized-gates 0 \
    hold_buffers 0 \
    lay_top_cells "158 x nor2_1, 142 x a21oi_1, 136 x o21ai_0, 135 x nand2_1, 127 x ha_1" \
    synthDistinctLibCells 76 \
    gp_congestion 1.04 \
    critical_path_destination "overflow" \
    log.warning_count 96 \
    pin_count_of_the_biggest_net_entering_global_routing 62 \
    ys_ff 32 \
    pwr_density_cell_nw_per_um2 22.0 \
    mappedNetlistArea_um2 12100 \
    final.setup.tns_ps 0 \
    postSynth.asyncResetShare 0 \
    grt_setup_unrepaired "false" \
    internal-power_uw 114 \
    fmax_mhz 64.5 \
    grt-ovfl-total 0 \
    power.share.switching 0.618 \
    vias 14100 \
    grt_pass1_vias 13000 \
    die_height_um 203 \
    use_met3 0.0490 \
    ir_worst_vdd_v 0.00000875 \
    period_needed_ps 15510 \
    busiest_layer "met2" \
    grt_use_met2 0.460 \
    run_status "completed" \
    grt_usage 0.289 \
    global_route_wire_length_before_repair_mm 87.2 \
    layout_top_cell "nor2_1" \
    post-layout-total-power_uw 298 \
    critPathKind "input port to output pin" \
    synth-edff-count 0 \
    unclocked_regs 32 \
    post-route-drc-count 0 \
    final-setup-viol-count 0 \
    grt_antenna_before_repair 2 \
    share_of_cells_above_drive_strength_1 0.0741 \
    viasPerCell 6.26 \
    synth_cells 1728 \
    switching_power_uw 184 \
]
## cell usage after synthesis (all sizes together), types with 10 or more instances
master and count:
a221o 10, nand4 17, nand2 135, a21oi 144, o21a 14, nor4 25
nor2 160, nand3 21, ha 127, dlxtn 32, nand2b 22, o211ai 21
nor3 35, xor2 19, and2 13, o22ai 22, o31ai 20, or3 11
mux4 47, o21bai 12, a22oi 12, mux2i 91, clkbuf 100, inv 100
mux2 19, nor2b 25, xnor2 53, o21ai 140, buf 43, o221ai 11
a211oi 20, a221oi 36, a21o 25, a31oi 37, and3 17
## how the worst min path moves through the flow
stage / startpoint / end / slack, ps / cells past startpoint
CTS: control[1] / overflow / 12530 / 6
global route: control[1] / overflow / 12610 / 6
finish: control[1] / overflow / 12550 / 6
## critical path, stage by stage
cell and delay (ps):
clkdlybuf4s50_1 700, inv_1 140, ha_1 430, nor2b_1 220
o221ai_1 250, a2111oi_2 810, o2111a_1 370, nor3_1 120
o211ai_1 220, nand2_1 70, and3_1 180, or3_1 370
clkdlybuf4s50_1 410
## routing by layer
metal,part of all wire,vias up
met5,0.00018,-
met4,0.042,2
met3,0.085,119
met2,0.46,780
met1,0.42,6748
li1,-,6452
## area by class of cell
cell class	instances	area (µm²)
Antenna cell	1	2.50
Fill cell	4320	26300
Inverter	100	375
Multi-Input combinational cell	1453	10700
Sequential cell	32	480
Tap cell	525	657
Timing Repair Buffer	143	1320
## power by group through the flow
stage / Combinational (mW) / Sequential, mW / Clock, mW
after global routing: 0.311 / 0.00662 / 0
after CTS: 0.285 / 0.00645 / 0
## through the flow
| stage | cell area, µm² | std cells | setup slack [ps] | util |
|---|---|---|---|---|
| floorplan | 12100 | 1728 | 14190 | - |
| global placement | 13500 | 2253 | 12590 | 0.340 |
| detailed placement | 13500 | 2253 | 12630 | 0.340 |
| CTS | 13500 | 2253 | 12590 | 0.340 |
| global route | 13500 | 2253 | 12280 | 0.340 |
| finish | 13500 | 2254 | 12490 | 0.340 |
## kinds of logic (layout without fill, tap and decap cells)
logic type | Yosys count | after routing | synth area share
other | 0 | 1 | 0
AND/OR/NAND/NOR | 510 | 510 | 0.200
latches | 32 | 32 | 0.0396
buffers and inverters | 243 | 243 | 0.0786
adder cells (fa/ha/maj) | 130 | 130 | 0.136
AND-OR/OR-AND | 584 | 584 | 0.313
XOR/XNOR | 72 | 72 | 0.0520
multiplexers | 157 | 157 | 0.180
Power figures rest on the tool's default switching activity, not on a simulated workload.
