==> /design/flow/design.v <==
`timescale 1ns / 1ps
module register_file
(
	input					clk,
    input 		[4:0]		raddr0,
	input 		[4:0]		raddr1,
	input 		[4:0]		waddr,
	input		[31:0]		wdata,
	input 					wren,
    output 		[31:0] 		rdata0,
	output		[31:0]		rdata1
);
	reg	[31:0]	reg_file	[31:0];
	integer i;
	initial
	begin	
	    for(i = 0; i < 32; i = i+1)
		begin
	        reg_file[i] = 0;
		end
	end
	always @(posedge clk)
	begin
		if (wren)
			reg_file[waddr] <= wdata;
	end
	assign rdata0 = reg_file[raddr0];
	assign rdata1 = reg_file[raddr1];
 endmodule  
==> /design/flow/run.sh <==
#!/bin/bash
# OpenROAD 26Q1-2900-gdf79404cd8, Yosys 0.63+post, stock flow scripts
make -C /OpenROAD-flow-scripts/flow DESIGN_CONFIG=/design/flow/config.mk WORK_HOME=/design/flow/orfs finish
==> /design/flow/config.mk <==
export PLATFORM = sky130hd
export DESIGN_NAME = register_file
export DESIGN_NICKNAME = register_file
export VERILOG_FILES = /design/flow/design.v
export SDC_FILE = /design/flow/constraint.sdc
export NUM_CORES = 4
export LEC_CHECK = 1
export CORE_UTILIZATION = 30
==> /design/flow/constraint.sdc <==
current_design register_file

set clk_period 5.1
set clk_io_pct 0.2

create_clock -name clk0 -period $clk_period [get_ports {clk}]

set non_clock_inputs [all_inputs -no_clocks]
set_input_delay [expr $clk_period * $clk_io_pct] -clock clk0 $non_clock_inputs
set_output_delay [expr $clk_period * $clk_io_pct] -clock clk0 [all_outputs]
==> results.toml <==
# yosys + openroad results
[sta]
max-slew-margin-rel_pct = 35.95
holdWs_ns = 1.134
layout_setup_ws_ns = 0.1999
setup_viol = 0
final-hold-violation-count = 0
drv_slew = 0
finalSetupTns_ns = 0
max_clock_freq_mhz = 204.1
rsz0062_at_grt = "no"
period_used_pct = 96.08
finalCriticalPeriod_ns = 4.900
tightest_slew_ns = 0.9585

[worst_setup_path]
startpoint_type = "primary input"
path_delay_family = "buffers and inverters"
cp_common_cell = "clkdlybuf4s50_1"
cp_cell_sequence = "clkdlybuf4s50_1 > nor2b_4 > buf_4 > a22o_1 > nor3_1 > a31oi_1 > nand3_1 > clkdlybuf4s50_1"
critPathBufInv = 3
worstPathArrival_ns = 3.88
cp_max_fo = 17
crit_type = "primary input to output pin"
cpPeakStageDelay_ns = 0.69
crit_path_end_kind = "output pin"
critical_path_required_ns = 4.08
critPathSlowestCell = "clkdlybuf4s50_1"

[synthesis]
ys_area_mm2 = 0.04879
postSynthSeqShare_pct = 63.03
synthesis.area_mm2 = 0.04879
yosysWarnings = 1
ys_cells = 3386
top_area_share_pct = 63.03
area_leaders = "edfxtp_1 63%, mux2i_1 21%, a22oi_1 3.0%"
synth_top_cell_by_area = "edfxtp_1"
ys_ff = 1024
syn_inst = 3386
syn_area_per_cell_um2 = 14.41
synth_cell_types = 23

[die]
die_w_um = 405.3
fp.dieH_um = 405.3
dieArea_mm2 = 0.1642
ios = 113
core_mm2 = 0.1609
rows = 147
fp_util_pct = 30.32

[global_routing]
overflow = 0
antenna_found_initial = 11
grt.total_usage_pct = 19.76
grt_pass1_wl_um = 221800
grt_max_degree = 71
grt_pass1_vias = 32140

[drt]
postRouteAntennaNets = 0
drcViolationCount = 0
routed_via_density = 5.400
firstDrtPassIters = 8
wl_um = 155000
vias = 31200
detail_route.wl_per_cell_um = 26.83
num_antenna_cells = 0
drt_iter0_markers = 2106

[run]
max-cap-violations = 0
warnings = 26

[pwr]
ir_worst_vdd_uv = 276.8
power_mw = 18.51
p_leak_nw = 20.56
power_density_mw_per_mm2 = 325.2

[clock_tree]
htree_levels = 3
clock_path_buffers = 3
cts-resized-gates = 0
cts_root_buffer = "clkbuf_16"
cts-buffers-inserted = 100
postCtsHoldBufs = 0
post_cts_buffers = 0
clkTransAtPathRegs_ns = 0.06
cts_tree = "built"
clock-sinks = 1024

[layout]
fill_cells = 15060
top_regs = "reg_file: 1024 flops"
final_layout_size_suffix_gt1_share_pct = 10.56
utilization_pct = 35.36
top_register = "reg_file"
area_delta_synth_final_pct = 16.64
fin_cells = 5777
finalInstanceArea_mm2 = 0.05691
largest_reg_flops = 1024

[placement]
port-buffer-count = 112
placed_cell_area_mm2 = 0.05373
gp_congestion = 0.8824
dp.cells = 5591
place_ws_ns = 0.2166
place_hpwl_um = 90180

[min_path]
hp-class = "primary input to flop"

[status]
status = "complete, no violations"
## logic make-up after synthesis
family | share of synthesized area, %
and+or+nand+nor | 4.714
buffers and inverters | 3.211
muxes | 21.01
AOI/OAI and AO/OA | 8.042
DFF | 63.03
## synthesized netlist by cell type
cell type / number
buf_4: 47
a31oi_1: 64
nand2b_1: 4
a22oi_1: 192
a22o_1: 128
nor2b_1: 4
nand3b_1: 5
edfxtp_1: 1024
and2_1: 2
or3b_2: 3
nand3_1: 194
buf_2: 70
nor3_1: 64
a21oi_1: 192
or3_1: 1
or2_2: 2
nor2_1: 35
buf_1: 1
clkbuf_1: 86
mux2i_1: 1024
buf_6: 45
clkbuf_4: 4
nand2_1: 195
## routing by layer
| metal | track usage (%) | wire length [um] |
|---|---|---|
| met5 | 0.5055 | 258 |
| met4 | 6.087 | 5787 |
| met3 | 11.61 | 21790 |
| met2 | 29.99 | 71440 |
| met1 | 23.94 | 55730 |
## cells in the final DEF, fill, tap and decap left out
cell type	n
clkbuf_1	23
buf_8	2
buf_12	78
a22o_1	128
and2_4	2
or3b_2	3
clkinv_1	20
a21oi_1	192
nand3_1	194
nor3_1	64
a31oi_1	64
mux2i_1	1024
clkdlybuf4s50_1	110
clkinvlp_4	5
nand2b_2	4
nor2_1	1
clkbuf_16	100
or2_2	2
bufinv_16	8
nand2_2	2
nand3b_1	5
a22oi_1	192
buf_4	108
inv_6	2
nor2b_4	4
inv_16	1
nand2_1	193
edfxtp_1	1024
or3_1	1
nor2_4	34
clkinv_8	3
clkinv_2	23
clkinv_16	1
## power breakdown
part / total [mW] / leakage (nW) / switching (mW) / internal (mW)
Sequential: 9.40 / 9.22 / 0.0397 / 9.36
Clock: 7.28 / 1.55 / 3.25 / 4.03
Combinational: 1.82 / 9.79 / 1.10 / 0.721
Total: 18.5 / 20.6 / 4.39 / 14.1
## worst paths after layout
| kind | from | endpoint | slack, ns | cells past startpoint |
|---|---|---|---|---|
| max | raddr0[2] | rdata0[1] | 0.20 | 8 |
| min | wdata[17] | reg_file[29][17]$_DFFE_PP_ | 1.13 | 2 |
## area by class of cell
cell class	count	area, um2	share of cell area [%]
clock buffers	123	2589	4.549
flip-flops and latches	1024	30750	54.03
well taps	2160	2703	4.749
repair buffers	298	3503	6.156
multi-input cells	2109	16780	29.48
clock inverters	63	584.3	1.027
Power and IR drop assume default switching activity.
