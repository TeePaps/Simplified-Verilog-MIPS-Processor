==> design/flow/design.v <==
`timescale 1ns / 1ps
module program_counter
(
	input				clk,
	input				rst,
	input		[3:0]	pc_control,
	input		[25:0]	jump_address,
	input		[15:0]	branch_offset,
	input		[31:0] 	reg_address,
    output 	reg	[31:0] 	pc
); 
	always @(posedge clk or posedge rst)
	begin
		if (rst)
		begin
			pc <= 32'd0;
		end
		else
		begin
			case (pc_control)
				4'b0000 : pc <= pc + 32'd4;
				4'b0001 : pc <= {pc[31:28],(jump_address[25:0]),2'b00};
				4'b0010 : pc <= reg_address;
				4'b0011 : pc <= pc + 32'd4 + ({{16{branch_offset[15]}},branch_offset} << 2);
				default : pc <= pc;
			endcase
		end
	end
 endmodule  
==> design/flow/run.sh <==
#!/bin/bash
# OpenROAD 26Q1-2900-gdf79404cd8, Yosys 0.63+post, stock flow scripts
make -C /OpenROAD-flow-scripts/flow DESIGN_CONFIG=/design/flow/config.mk WORK_HOME=/design/flow/orfs finish
==> design/flow/config.mk <==
export PLATFORM = sky130hd
export DESIGN_NAME = program_counter
export DESIGN_NICKNAME = program_counter
export VERILOG_FILES = /design/flow/design.v
export SDC_FILE = /design/flow/constraint.sdc
export NUM_CORES = 4
export LEC_CHECK = 1
export CORE_UTILIZATION = 30
==> design/flow/constraint.sdc <==
current_design program_counter

set clk_period 11.0
set clk_io_pct 0.2

create_clock -name clk0 -period $clk_period [get_ports {clk}]

set non_clock_inputs [all_inputs -no_clocks]
set_input_delay [expr $clk_period * $clk_io_pct] -clock clk0 $non_clock_inputs
set_output_delay [expr $clk_period * $clk_io_pct] -clock clk0 [all_outputs]
==> results.json <==
{
  "area_growth_syn_to_layout_pct": 35.77,
  "p_clk_frac": 0.204,
  "final_common_cell": "clkdlybuf4s50_1",
  "tightest_slew_ns": 0.8079,
  "ys_types": 63,
  "tns_ns": 0,
  "yosysSeqAreaShare": 0.1972,
  "setup_viol": 0,
  "hpwl_um": 10410,
  "timing.fmax_ghz": 0.1925,
  "slew_headroom": 0.4597,
  "n_antenna_cell": 0,
  "edf_count": 0,
  "portBuffers": 111,
  "seqPwrFrac": 0.240,
  "grt.overflow.total": 0,
  "io_pins": 112,
  "cts_num_sinks": 32,
  "max_cap_viol_count": 0,
  "cpPeakStageDelay_ns": 0.84,
  "cts.repair.resized": 0,
  "largest_reg_flops": 32,
  "peakVddDrop_v": 0.00006147,
  "top_register": "pc",
  "path_cells": "clkdlybuf4s50_1, ha_1, a21oi_1, nand2_1, a221oi_1, o31a_1, o21a_1, o21ai_0, a2111oi_0, nor4_1",
  "yosysCellCount": 526,
  "combPwrFrac": 0.556,
  "clk_latency_ns": 0.28,
  "final_hold_viol_count": 0,
  "hold_class": "reg -> reg",
  "ys.flops": 32,
  "power_density_nw_per_um2": 145.8,
  "endpoint_kind": "flop",
  "gp_congestion": 0.8856,
  "slew_viol_final": 0,
  "p_leak_nw": 2.285,
  "drc_errors": 0,
  "drive_gt1_frac": 0.04936,
  "grt_max_degree": 41,
  "intPower_mw": 0.4843,
  "drt-pass1-iter-count": 5,
  "vias_per_cell": 5.433,
  "drt-initial-drc-count": 285,
  "critPathTopFamily": "AND-OR/OR-AND gates",
  "rows": 42,
  "async_flop_share": 1.000,
  "status": "finished clean",
  "critical_path_class": "in -> reg",
  "critPathSlowestCell": "clkdlybuf4s50_1",
  "final_cells": 804,
  "warning_count": 28,
  "cts_tree": "built",
  "critPathLaunchType": "input port",
  "floorplan.core_util": 0.3067,
  "grt_use_total": 0.2049,
  "routed_wl_um": 14140,
  "yosys-stat-area_um2": 4061,
  "arrival_ns": 5.34,
  "die-height_um": 118.4,
  "drt-wirelength-per-cell_um": 17.59,
  "postCtsSetupRepairBufs": 0,
  "htreeDepth": 2,
  "clock-root-buffer": "clkbuf_16",
  "syn_inst": 526,
  "postRouteAntennaNets": 0,
  "yosysWarningCount": 1,
  "critPathMaxFanout": 16,
  "dominantRegCellSynth": "dfrtp_1",
  "cts_buffers": 5,
  "syn_area_um2": 4061,
  "p_sw_frac": 0.3975,
  "switchingPower_mw": 0.3196,
  "grt_pass1_vias": 4169,
  "clkTransAtPathRegs_ns": 0.06,
  "required_ns": 11.15,
  "rsz0062_at_grt": "no",
  "holdBufCountCts": 0,
  "timing.final.crit_share": 0.4723,
  "die_w_um": 118.4,
  "clock_skew_ns": 0.007275,
  "vias": 4368,
  "design.die.area_um2": 14010,
  "clockBufferDepth": 2,
  "post-place-cells": 796,
  "reg_top3": "pc: 32 flops",
  "grt_pass1_wl_um": 22220,
  "crit_buf_inv": 1,
  "core-area_um2": 13240,
  "avgSynthCellArea_um2": 7.721,
  "antenna_found_initial": 0,
  "layout_top_cells": "111 x clkdlybuf4s50_1, 65 x nand2_1, 45 x nor2_1",
  "finalCriticalPeriod_ns": 5.196
}
[per-stage QoR]
stage	area [um2]	utilization	hold slack [ns]	total power, mW	setup WS (ns)
2_1_floorplan	4061	-	0.4662	0.4759	6.491
3_3_place_gp	5350	0.4040	0.5139	0.6377	5.623
3_5_place_dp	5350	0.4040	0.5172	0.6383	5.588
4_1_cts	5514	0.4164	0.5385	0.8075	5.855
5_1_grt	5514	0.4164	0.5581	0.8641	5.544
6_report	5514	0.4164	0.5320	0.8039	5.804
[layout make-up]
class,count,area (um2)
fillers,1361,7729
multi-input cells,455,3109
repair buffers,118,1164
flip-flops and latches,32,800.8
well taps,176,220.2
clock buffers,6,128.9
inverters,15,56.30
clock inverters,2,35.03
[cell families (layout without fill, tap and decap cells)]
| kind of cell | Yosys count | in the layout | share of synthesized area |
|---|---|---|---|
| muxes | 23 | 23 | 0.06932 |
| adders and majority gates | 34 | 34 | 0.1066 |
| DFF | 32 | 32 | 0.1972 |
| buffers and inverters | 39 | 141 | 0.03789 |
| AOI/OAI and AO/OA | 164 | 164 | 0.2600 |
| and+or+nand+nor | 183 | 183 | 0.2190 |
| xor gates and xnor gates | 51 | 51 | 0.1100 |
[synthesized netlist by cell type (4+ instances only)]
| cell type | count | area share |
|---|---|---|
| a21oi_1 | 44 | 0.054 |
| nand4_1 | 7 | 0.011 |
| a31oi_1 | 7 | 0.011 |
| o22ai_1 | 6 | 0.0092 |
| a211oi_1 | 6 | 0.011 |
| dfrtp_1 | 32 | 0.20 |
| nand2b_1 | 5 | 0.0077 |
| mux2i_1 | 18 | 0.044 |
| and4_1 | 5 | 0.011 |
| a221oi_1 | 4 | 0.0086 |
| nor3_1 | 7 | 0.0086 |
| o21a_1 | 6 | 0.011 |
| o21ai_0 | 43 | 0.053 |
| xnor2_1 | 27 | 0.058 |
| a22oi_1 | 5 | 0.0092 |
| inv_1 | 14 | 0.013 |
| nor2b_1 | 4 | 0.0062 |
| xor2_1 | 24 | 0.052 |
| or3_1 | 4 | 0.0062 |
| ha_1 | 33 | 0.10 |
| nand2_1 | 65 | 0.060 |
| nand3_1 | 16 | 0.020 |
| mux4_2 | 4 | 0.022 |
| buf_1 | 5 | 0.0046 |
| a2bb2oi_1 | 4 | 0.0086 |
| nor4_1 | 6 | 0.0092 |
| and3_1 | 5 | 0.0077 |
| clkbuf_1 | 18 | 0.017 |
| a21o_1 | 9 | 0.017 |
| nor2_1 | 46 | 0.043 |
[worst register-to-register path, delay by kind of cell (launching register included)]
| kind | cells | cell delay, ns |
|---|---|---|
| AND/OR/NAND/NOR | 7 | 1.68 |
| AND-OR/OR-AND | 5 | 1.27 |
| adder cells (fa/ha/maj) | 2 | 0.56 |
| flip-flops | 1 | 0.43 |
| XOR/XNOR | 1 | 0.24 |
[path summary, 6_finish.rpt]
check,depth (start not counted),endpoint,start,slack [ns]
worst max-delay path,10,pc[31],branch_offset[15],5.80
worst min-delay path,1,pc[1],pc[1],0.53
worst max register to register,15,pc[31],pc[2],6.70
worst min register to register,1,pc[1],pc[1],0.53
max in group asynchronous,3,pc[18],rst,8.33
min in group asynchronous,3,pc[0],rst,2.34
[routing by layer]
metal  routed length (um)  track usage  part of all wire  vias up
met5                    0            0                 0        -
met4                  162      0.02324             0.011        0
met3                  971      0.04380             0.069        8
met2                 6512       0.3346              0.46      162
met1                 6493       0.2894              0.46     2058
li1                     -            -                 -     2140
[power by group through the flow]
stage                 registers, mW  clock network [mW]  logic [mW]
after CTS                     0.193               0.167       0.447
after global routing          0.198               0.171       0.495
final                         0.193               0.164       0.447
Power is estimated from default activity; no workload was simulated.
